--- /design/flow/config.mk ---
export PLATFORM = sky130hd
export DESIGN_NAME = DT
export DESIGN_NICKNAME = DT
export VERILOG_FILES = /design/flow/design.v
export SDC_FILE = /design/flow/constraint.sdc
export NUM_CORES = 4
export LEC_CHECK = 1
export CORE_UTILIZATION = 40
--- /design/flow/run.sh ---
#!/bin/bash
# OpenROAD 26Q1-2900-gdf79404cd8, Yosys 0.63+post, stock flow scripts
make -C /OpenROAD-flow-scripts/flow DESIGN_CONFIG=/design/flow/config.mk WORK_HOME=/design/flow/orfs finish
--- /design/flow/design.v ---
module DT(
	input clk, 
	input reset,
	output reg done ,
	output reg sti_rd ,
	output reg [9:0] sti_addr ,
	input [15:0] sti_di,
	output reg res_wr ,
	output reg res_rd ,
	output reg [13:0] res_addr ,
	output reg [7:0] res_do,
	input [7:0]	res_di
);
reg [3:0] state, next;
reg [3:0] index;
always @ (posedge clk or negedge reset) begin
	if(!reset) begin
		done <= 0;
		sti_rd <= 1;
		sti_addr <= 0;
		res_wr <= 0;
		res_rd <= 0;
		res_addr <= 0;
		res_do <= 0;
		state <= 0;
		index <= 15;
	end
	else begin
		state <= next;
		case(state)
			4'd0: begin 
				sti_rd <= 0;
				if(sti_di[index] == 0) begin  
					res_wr <= 1;
					res_do <= 0;
				end
				else begin  
					res_rd <= 1;
					res_addr <= res_addr - 129; 
				end
			end
			4'd1: begin  
				res_do <= res_di;
				res_addr <= res_addr + 1;
			end
			4'd2: begin  
				res_addr <= res_addr + 1;
				if(res_di < res_do) 
					res_do <= res_di;
			end
			4'd3: begin  
				res_addr <= res_addr + 126;
				if(res_di < res_do) 
					res_do <= res_di;
			end
			4'd4: begin  
				res_wr <= 1;
				res_rd <= 0;
				res_addr <= res_addr + 1;
				if(res_di < res_do)
					res_do <= res_di + 1;
				else 
					res_do <= res_do + 1;
			end				
			4'd5: begin
				res_wr <= 0;
				res_addr <= res_addr + 1;
				if(index == 0) begin
					sti_rd <= 1;
					sti_addr <= sti_addr + 1;
					index <= 15;
				end
				else 
					index <= index - 1;
			end
			4'd6: begin 
				res_rd <= 1;
				res_addr <= 16383;
			end
			4'd7: begin  
				res_do <= res_di;
				if(res_di[7:1] == 7'b0000000) begin
					res_wr <= 1;
					res_rd <= 0;
				end
				else begin
					res_rd <= 1;
					res_addr <= res_addr + 1;
				end
			end
			4'd8: begin  
				res_addr <= res_addr + 126;
				if((res_di + 1) < res_do)
					res_do <= res_di + 1;	
			end
			4'd9: begin  
				res_addr <= res_addr + 1;
				if((res_di + 1) < res_do)
					res_do <= res_di + 1;
			end
			4'd10: begin  
				res_addr <= res_addr + 1;
				if((res_di + 1) < res_do)
					res_do <= res_di + 1;
			end
			4'd11: begin  
				res_rd <= 0;
				res_wr <= 1;
				res_addr <= res_addr - 129;
				if((res_di + 1) < res_do)
					res_do <= res_di + 1;
			end
			4'd12: begin
				res_rd <= 1;
				res_wr <= 0;
				res_addr <= res_addr - 1;
			end
			default: begin
				done <= 1;
			end
		endcase
	end
end
always @ (*) begin
	if(state == 0) begin
		if(sti_di[index] == 0) 
			next = 5;
		else 
			next = 1;
	end
	else if(state == 5) begin
		if(res_addr == 16383)  
			next = 6;
		else 
			next = 0;
	end
	else if(state == 7) begin
		if(res_di[7:1] == 7'b0000000)
			next = 12;
		else 
			next = 8;
	end
	else if(state == 12) begin
		if(res_addr == 0)  
			next = 13;
		else 
			next = 7;
	end
	else 
		next = state + 1;
end
endmodule
--- /design/flow/constraint.sdc ---
current_design DT

set clk_period 6.0
set clk_io_pct 0.2

create_clock -name clk0 -period $clk_period [get_ports {clk}]

set non_clock_inputs [all_inputs -no_clocks]
set_input_delay [expr $clk_period * $clk_io_pct] -clock clk0 $non_clock_inputs
set_output_delay [expr $clk_period * $clk_io_pct] -clock clk0 [all_outputs]
==> impl_metrics.py <==
# Physical implementation metrics
metrics = {
    "worst_setup_path": {
        "crit_type": "in -> reg",
        "r2r_cells": 14,
        "endpoint_kind": "flop",
        "cpPeakStageDelay_ns": 0.60,
        "rr_startpoint": "state[0]$_DFF_PN0_",
        "ff2ff_setup_slack_ns": 2.35,
        "cp_cell_sequence": "clkdlybuf4s50_1, ha_1, nand3_1, nor2_1, xor2_1, ha_1, a21oi_1, nor2b_1, o41ai_1, nand2_1, or3_1, o22ai_1",
        "required_ns": 6.21,
        "crit-reg2reg-capture": "res_addr[11]$_DFFE_PN0P_",
        "cp.arrival_ns": 4.26,
        "path_common_cell": "ha_1",
        "worst-path-buf-inv": 1,
        "start_kind": "primary input",
        "critical_path.top_delay_family": "simple AND/OR/NAND/NOR gates",
        "slowest_stage": "clkdlybuf4s50_1",
        "cp_max_fo": 7,
    },
    "route": {
        "drc_errors": 0,
        "diodes": 0,
        "vias": 3640,
        "drt-total-wl_mm": 10.1,
        "ant_nets": 0,
        "wl_per_cell_um": 15.9,
        "vias_per_cell": 5.71,
        "dr.pass1.iters": 4,
        "drt_iter0_markers": 261,
    },
    "floorplanning": {
        "dieArea_um2": 10200,
        "fp.dieW_um": 101,
        "core_um2": 9370,
        "row_count": 35,
        "fp.dieH_um": 101,
        "fp_util_pct": 41.8,
        "pin_count": 62,
    },
    "synth": {
        "synth_top_area_share_pct": 24.9,
        "netlist_instances": 458,
        "yosys_cells": 458,
        "netlist-cell-type-count": 64,
        "ys_seq_share_pct": 28.3,
        "ys_area_um2": 3920,
        "async_flop_share_pct": 100,
        "yosysWarnings": 1,
        "synth_flops": 44,
        "area_leaders": "dfrtp_1 25%, ha_1 11%, a21oi_1 5.4%, xnor2_1 4.5%, dfstp_2 3.4%",
        "syn-cell-area_um2": 3920,
        "flop_cell": "dfrtp_1",
        "syn_area_per_cell_um2": 8.55,
        "synth_area_leader_cell": "dfrtp_1",
        "synth-edff-count": 0,
    },
    "global_route": {
        "grt_max_degree": 45,
        "grt_first_pass_wirelength_mm": 16.9,
        "overflow": 0,
        "grt_pass1_vias": 3373,
        "antenna_found_initial": 0,
        "groute.usage.overall_pct": 21.1,
    },
    "finish": {
        "syn_to_final_growth_pct": 20.1,
        "drive_gt1_share_pct": 7.09,
    },
    "power_and_ir_drop": {
        "p_leak_nw": 1.92,
        "p_per_area_nw_per_um2": 589,
        "vdd_drop_max_mv": 0.487,
        "power_w": 0.00277,
    },
    "cts": {
        "clock_sinks": 44,
        "cts.clk_slew.worst_paths_ns": 0.09,
        "cts_hold_buf": 0,
        "htreeDepth": 2,
        "clk_path_buf_depth": 2,
        "clkLatencyLatePin_ns": 0.30,
        "post_cts_resized": 0,
        "cts_tree": "yes",
        "cts_setup_buffers": 0,
        "cts-root-buf": "clkbuf_8",
        "cts_buffers": 5,
    },
    "timing": {
        "clock_skew_ns": 0.00793,
        "slew_headroom_pct": 36.9,
        "final_max_slew_viol_count": 0,
        "timing.final.crit_period_ns": 4.04,
        "setup_viol": 0,
        "fin_setup_tns_ns": 0,
        "fmax_mhz": 247,
        "rsz0062_at_grt": "no",
        "fin_crit_sh_pct": 67.4,
        "tightest_slew_ns": 0.946,
        "hold_viol_final": 0,
    },
    "placed_design": {
        "io_buffers": 61,
        "routabilityCongestion": 0.873,
        "dp_hpwl_mm": 7.47,
    },
    "job": {
        "warnings": 28,
        "drv_cap": 0,
    },
    "hold_path": {
        "min_path_type": "reg -> reg",
        "min_to": "done$_DFFE_PN0N_",
        "hold_depth": 1,
        "min_from": "done$_DFFE_PN0N_",
    },
    "run_status": {
        "status": "finished, final reports clean",
    },
}
worst register-to-register path, stage by stage (launching register included):
cell and delay (ns):
dfrtp_1 0.44, inv_1 0.14, ha_1 0.43, nor3_1 0.08
o21ai_0 0.15, o31ai_1 0.10, buf_4 0.22, ha_1 0.29
a21oi_1 0.20, o211ai_1 0.18, o41ai_2 0.49, o21ai_0 0.25
o31ai_1 0.29, xor2_1 0.18, a21oi_1 0.08
registers in the layout, summed over array words and instances (netlist names):
name and cells:
res_wr 1, res_rd 1, sti_addr 10, index 4, res_addr 14, res_do 8, sti_rd 1, done 1
state 4
cells in the mapped netlist, types with 7 or more instances:
library cell / instances
xor2_1: 7
nor3_1: 12
or3_1: 9
inv_1: 24
and2_1: 8
nor2_1: 35
nand2b_1: 8
dfrtp_1: 39
a222oi_1: 7
nand3_1: 13
ha_1: 35
o22ai_1: 10
nand2_1: 27
xnor2_1: 20
nand4_1: 11
and3_1: 8
clkbuf_1: 11
o21ai_0: 16
a31oi_1: 7
a21oi_1: 42
per-stage QoR:
step,hold slack [ns],utilization (%),instances,worst slack [ns],instance area (um^2)
3_5_place_dp,0.466,49.0,629,1.69,4590
2_1_floorplan,0.413,-,458,2.44,3920
4_1_cts,0.489,50.2,637,1.99,4700
6_report,0.481,50.2,637,1.96,4700
5_1_grt,0.515,50.2,637,1.74,4700
3_3_place_gp,0.457,49.0,629,1.73,4590
logic make-up after synthesis:
group | share of synthesized area [%]
muxes | 3.93
buffers and inverters | 5.37
xor gates and xnor gates | 6.04
AOI/OAI and AO/OA | 22.2
adders and majority gates | 11.7
DFF | 28.3
and+or+nand+nor | 22.5
where the power goes:
part           internal [W]  switching (W)  total [W]
combinational      0.000908       0.000998    0.00191
clock              0.000126       0.000111   0.000236
sequential         0.000426       0.000203   0.000629
total               0.00146        0.00131    0.00277
layer usage:
layer,vias to the layer above,part of all wire (%),track usage (%)
met3,6,4.4,2.33
met5,-,0,0
met4,0,1.0,2.23
li1,1808,-,-
met2,90,45,32.6
met1,1736,50,33.7
worst max-delay path by stage:
stage	from	end	slack (ns)	cells after the start
after CTS	res_di[0]	res_do[4]$_DFFE_PN0P_	1.99	12
after global routing	res_di[0]	res_do[4]$_DFFE_PN0P_	1.74	12
final	res_di[0]	res_do[4]$_DFFE_PN0P_	1.96	12
layout by cell type (no fill, tap or decap), types with 6 or more instances in the layout:
cell,netlist,routed
clkdlybuf4s50_1,0,60
o22ai_1,10,10
xnor2_1,20,20
and2_1,8,8
a21oi_1,42,42
xor2_1,7,7
nand2_1,27,27
and3_1,8,8
ha_1,35,35
nor3_1,12,12
a222oi_1,7,7
nand2b_1,8,8
dfrtp_1,39,39
nand4_1,11,11
inv_1,24,24
o21ai_1,6,6
nor2_1,35,35
nand3_1,13,13
or3_1,9,9
o21ai_0,16,16
a31oi_1,7,7
final cells by class:
| class | count | area (um^2) |
|---|---|---|
| clock buffer | 5 | 68.8 |
| clock inverter | 3 | 46.3 |
| fill | 905 | 4670 |
| inverter | 25 | 93.8 |
| multi-input combinational | 367 | 2600 |
| sequential | 44 | 1110 |
| tap | 129 | 161 |
| timing repair buffer | 64 | 628 |
Power figures rest on the tool's default switching activity, not on a simulated workload.
